**flow/config.mk**
```make
export PLATFORM = sky130hd
export DESIGN_NAME = lfsr
export DESIGN_NICKNAME = lfsr
export VERILOG_FILES = /design/flow/design.v
export SDC_FILE = /design/flow/constraint.sdc
export NUM_CORES = 4
export LEC_CHECK = 1
export CORE_AREA = 10 10 70 70
export DIE_AREA = 0 0 80 80
```
**flow/constraint.sdc**
```tcl
current_design lfsr

set clk_period 1.0
set clk_io_pct 0.2

create_clock -name clk0 -period $clk_period [get_ports {clk}]

set non_clock_inputs [all_inputs -no_clocks]
set_input_delay [expr $clk_period * $clk_io_pct] -clock clk0 $non_clock_inputs
set_output_delay [expr $clk_period * $clk_io_pct] -clock clk0 [all_outputs]
```
**flow/design.v**
```verilog
module lfsr(
    input   logic       clk,
    input   logic       rst,
    input   logic       en,
    output  logic [3:0] data_out
);
logic[3:0] sreg;
always_ff @ (posedge clk, posedge rst)
    if (rst)
        sreg = 4'b1;
    else if(en)
        sreg = {sreg[2:0],sreg[2]^sreg[3]};
assign data_out = sreg;
endmodule
```
**flow/run.sh**
```bash
#!/bin/bash
# OpenROAD 26Q1-2900-gdf79404cd8, Yosys 0.63+post, stock flow scripts
make -C /OpenROAD-flow-scripts/flow DESIGN_CONFIG=/design/flow/config.mk WORK_HOME=/design/flow/orfs finish
```
==> Changelog: implementation <==
### Implementation results

* Status: finished, violations left
* Max reg flops at 4
* CP required at 800 ps
* GRT Residual Overflow at 0
* Minimum clock period at 1060 ps
* Top Layout Cells: buf_4 (4), mux2_2 (3), clkbuf_4 (3), dfrtp_1 (3)
* Leakage power at 0.124 nW
* Avg Vias per Cell at 1.89
* Final count of hold timing violations at 0
* Starting Density at 4.58%
* Post-route clock skew at 11.0 ps
* Initial antenna violation count at 0
* YS chip area at 156 µm²
* Slew Viols, Final at 0
* Vias at 134
* Worst Path Max Fanout at 3
* RSZ-0062 raised after global routing: yes
* Maxcap violations at 0
* Syn-to-layout area delta at 97.6%
* Drt wl/cell at 6.30 µm
* Pwr per Cell Area at 2700 nW/µm²
* Worst rel slew slack at 86.9%
* DRT Pass-1 Iters at 1
* N_diodes at 0
* Routed WL at 447 µm
* Largest net degree at the start of global routing at 5
* Skew-Pair Late Insertion Delay at 250 ps
* Total track usage at 1.63%
* Ys flops at 4
* Max incr delay on CP at 530 ps
* Ys Warns at 1
* Fmax at 944 MHz
* Die W at 80 µm
* Buf/Inv on CP at 1
* Min Hold Slack at 138 ps
* H-tree levels at 1
* Num rows at 21
* DR DRC count at 0
* Chip height at 80 µm
* Worst-path clk slew at 40 ps
* Critical path startpoint category: flop
* Setup TNS at -59.6 ps
* Seq share, synth at 64.8%
* Synthesized area at 156 µm²
* Worst slew pin tran at 196 ps
* First-pass GRT wire length at 703 µm
* DRT iter0 DRCs at 0
* Clock buffer depth at 2
* Place WS at -238 ps
* Die ar. at 6400 µm²
* Crit. End Element: output pin
* Final Setup Violations at 1
* Boundary pin count at 7
* Detail Route Antenna Nets at 0
* FILL cells at 406
* Clock root buffer: clkbuf_4
* Hold/Removal Path Class: primary input to async pin
* Layout cells sized above 1 at 60.0%
* Top cell excl fill/tap: buf_4
* Ys cells at 11
* Critical path type: flop to output pin
* Vias in the first global route at 134
* Routability cong. at 0.668
* CTS Buf Count at 3
* Final instance area at 309 µm²
* Cycle use final at 106%
* CTS tree: done
* Area of placed instances at 304 µm²
* Core area at 3420 µm²
* IO Port Bufs at 6
* Critical path arrival at 860 ps
* CTS sink cnt at 4
* Post-synth cell types at 7
* Failing checks: negative setup slack
* Critical-path cell list: buf_2
* CP max stage cell: dfstp_2
* Syn Area/Cell at 14.2 µm²
* VDD IR max at 405 µV
* Final WS setup at -59.6 ps
* Cells after synthesis at 11
* OpenROAD warning count at 27
* Top delay family on crit path: flip-flops
* Pwr Total at 0.833 mW
-- where the power goes --
group | leakage, nW | total, mW | switching [mW] | internal, mW
clock network | 0.0150 | 0.226 | 0.0757 | 0.150
registers | 0.0440 | 0.299 | 0.0411 | 0.258
logic | 0.0651 | 0.308 | 0.0979 | 0.210
total | 0.124 | 0.833 | 0.215 | 0.618
-- path summary, 6_finish.rpt --
path | slack [ps] | to | from | cells after the start
max in group asynchronous | 620 | sreg[0]$_DFFE_PP1P_ | rst | 2
worst min register to register | 490 | sreg[0]$_DFFE_PP1P_ | sreg[0]$_DFFE_PP1P_ | 2
min in group clk0 | 470 | sreg[2]$_DFFE_PP0P_ | en | 2
worst max register to register | 100 | sreg[3]$_DFFE_PP0P_ | sreg[2]$_DFFE_PP0P_ | 2
worst max-delay path | -60 | data_out[0] | sreg[0]$_DFFE_PP1P_ | 1
worst min-delay path | 140 | sreg[2]$_DFFE_PP0P_ | rst | 2
-- cell usage after synthesis (all sizes together) --
cell type	n	share of area, %
nor2	1	2.4
xnor2	1	5.6
inv	1	2.4
mux2	3	22
dfstp	1	17
dfrtp	3	48
a21oi	1	3.2
-- metrics by stage --
step                      utilization [%]  cells
after floorplan                         -     11
after global placement               8.90     67
after detailed placement             8.90     67
after CTS                            9.56     72
after global routing                 9.05     71
final                                9.05     71
-- kinds of logic (layout without fill, tap and decap cells) --
family          after synthesis  in the layout  share of synthesized area [%]
mux                           3              3                           21.6
flops                         4              4                           64.8
compound gates                1              1                           3.20
xor+xnor                      1              1                           5.60
buf+inv                       1             15                           2.40
simple gates                  1              1                           2.40
-- routing by layer --
| layer | vias to the layer above | GRT usage (%) | part of all wire [%] |
|---|---|---|---|
| li1 | 63 | - | - |
| met1 | 62 | 1.61 | 39 |
| met2 | 7 | 1.85 | 37 |
| met3 | 2 | 2.50 | 22 |
| met4 | 0 | 0.176 | 1.3 |
| met5 | - | 0 | 0 |
-- timing repair --
| item | in CTS | in global routing |
|---|---|---|
| pin swaps | 0 | 0 |
| setup buffers | 1 | 0 |
| cloned | 0 | 0 |
| hold buffers | 0 | 0 |
| setup endpoints to repair | 5 | 5 |
| resized | 12 | 2 |
-- cell type report --
type | instances | area [µm²] | area share, %
flip-flops and latches | 4 | 101 | 32.8
repair buffers | 10 | 68.8 | 22.3
well taps | 46 | 57.6 | 18.6
multi-input cells | 6 | 51.3 | 16.6
clock buffers | 4 | 26.3 | 8.50
inverters | 1 | 3.75 | 1.21
Power figures rest on the tool's default switching activity, not on a simulated workload.
